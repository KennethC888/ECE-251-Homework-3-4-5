$ cat ./design.v
module ALU #(
    parameter WIDTH = 8
)(
    input [WIDTH-1:0] a,
    input [WIDTH-1:0] b,
    input [3:0] operation,
    output [WIDTH-1:0] result,
    output carry_out
);
    reg [WIDTH-1:0] ALU_Result;
    wire [WIDTH:0] extended_result;
    assign result = ALU_Result;    
    assign extended_result = {1'b0, a} + {1'b0, b};
    assign carry_out = extended_result[8];  
    always @(*)
    begin
        case (operation)
         4'b0000: ALU_Result = a + b;     
         4'b0001: ALU_Result = a - b;     
         4'b0010: ALU_Result = a * b;     
         4'b0011: ALU_Result = a / b;     
         4'b0100: ALU_Result = a << 1;   
         4'b0101: ALU_Result = a >> 1;   
         4'b0110: ALU_Result = {a[6:0], a[7]};  
         4'b0111: ALU_Result = {a[0], a[7:1]}; 
         4'b1000: ALU_Result = a & b;  
         4'b1001: ALU_Result = a | b;  
         4'b1010: ALU_Result = a ^ b;  
         4'b1011: ALU_Result = ~(a | b); 
         4'b1100: ALU_Result = ~(a & b); 
         4'b1101: ALU_Result = ~(a ^ b);  
         default: ALU_Result = 8'bxxxx_xxxx;  
        endcase
    end
endmodule 
$ cat ./run.sh
#!/bin/bash
# OpenROAD 26Q1-2900-gdf79404cd8, Yosys 0.63+post, stock flow scripts
make -C /OpenROAD-flow-scripts/flow DESIGN_CONFIG=/design/flow/config.mk WORK_HOME=/design/flow/orfs finish
$ cat ./config.mk
export PLATFORM = sky130hd
export DESIGN_NAME = ALU
export DESIGN_NICKNAME = ALU
export VERILOG_FILES = /design/flow/design.v
export SDC_FILE = /design/flow/constraint.sdc
export NUM_CORES = 4
export LEC_CHECK = 1
export CORE_UTILIZATION = 50
$ cat ./constraint.sdc
current_design ALU

set clk_period 19.9
set clk_io_pct 0.2

create_clock -name clk0 -period $clk_period

set non_clock_inputs [all_inputs -no_clocks]
set_input_delay [expr $clk_period * $clk_io_pct] -clock clk0 $non_clock_inputs
set_output_delay [expr $clk_period * $clk_io_pct] -clock clk0 [all_outputs]
==> results_slide.txt <==
Flow Results at a Glance

Run status
  • Status: finished, final reports clean

Timing
  • Final min period: roughly 19000 ps
  • Final hold vios: 0
  • Slew of the pin with the lowest slew margin: approximately 600 ps
  • Post-layout period usage: between 90% and 100%
  • Setup violation total in the final timing report: 0
  • Peak Freq: roughly 0.053 GHz
  • Max-slew headroom at the worst pin: about three fifths
  • Setup repair after global routing missed its margin: no
  • Setup TNS: 0 ps
  • Final max-slew violation count: 0

Floorplanning
  • Count of standard-cell rows: 32
  • Total die size: 8286 um^2
  • Area of the core: roughly 7700 um^2
  • I/O pin cnt: 29
  • Width of the chip: 91.03 um
  • Floorplan-stage core utilization: approximately 50%
  • Vertical extent of the die: slightly above 90 um

Setup path
  • Biggest cell delay along the critical path: just under 600 ps
  • Critical path arrival: between 15000 and 20000 ps
  • Critical Setup Path Class: in -> out
  • Critical Path Source Type: input pin
  • CP required: approximately 16000 ps
  • Maximum fanout encountered on the critical timing path: 11
  • Cell occurring most often along the worst timing path: sky130_fd_sc_hd__ha_1
  • Slowest cell on crit path: sky130_fd_sc_hd__clkdlybuf4s50_1
  • Type of element capturing the critical path: output port

Cells and area
  • Sequential cell area in the final layout: 0 um^2
  • Layout cells sized above 1: 5.690%
  • Post-route cell area: ~4400 um^2
  • Number of flip-flops and latches: 0
  • Synthesis-to-finish area growth: 12.03%
  • # clk buffers: 0

Yosys
  • Top cells by area: sky130_fd_sc_hd__ha_1, sky130_fd_sc_hd__xnor2_1, sky130_fd_sc_hd__fa_1, sky130_fd_sc_hd__nor2_1, sky130_fd_sc_hd__nand2_1
  • Sequential-to-total area share from yosys stat: 0%
  • Post-synthesis instance total: between 500 and 600
  • Cell taking the most area after synthesis: sky130_fd_sc_hd__ha_1
  • Area share, top type: about a quarter
  • Count of distinct cell types in the synthesized netlist: around 59
  • Yosys warning tally: 1
  • Cell area after synthesis: 3963 um^2
  • Commonest cells in the netlist: sky130_fd_sc_hd__ha_1, sky130_fd_sc_hd__nor2_1, sky130_fd_sc_hd__nand2_1
  • Synthesized area per cell: 7.114 um^2
  • Cell count in the Yosys report: around 560
  • Most instantiated library cell after synthesis: sky130_fd_sc_hd__ha_1
  • Chip area in the Yosys report: just under 4000 um^2

Placement
  • Area post-placement: 4402 um^2
  • Number of buffer cells added on primary ports: 29
  • Final HPWL from detailed placement: between 9000 and 10000 um
  • Final weighted congestion in routability-driven placement: about 1.0

Global routing
  • Via count of the first global-routing pass: 3903
  • Antenna violations before repair: 0
  • Global-route wire length before repair: 20140 um
  • Total grt overflow: 0
  • Maximum number of pins on one net before global-route repair: 35
  • GRT Overall Usage: a little under a third

Job
  • Count of maximum capacitance violations: 0
  • OpenROAD warning count: between 40 and 50

Worst hold path
  • Worst Hold Class: in -> out
  • Hold EP: result[6]
  • Number of cells traversed by the worst hold path: 5
  • Worst hold start: operation[3]

Power
  • Leakage Power: approximately 2.0 nW
  • Max VDD drop: about 0.000021 V
  • Power Dens Cells: roughly 37 nW/um^2

Detailed routing
  • Routed Antenna Nets: 0
  • Via-to-Cell Ratio: 6.092
  • Final WL: between 10000 and 15000 um
  • First-pass iteration count of the detailed router: 5
  • Routed len/inst: ~18 um
  • Post-detailed-route DRC marker count: 0
  • Overall via count from detail_route: 4155
  • # diodes: 0
  • First-iteration detailed-routing DRC count: between 200 and 250

Clocking
  • Quantity of hold-fixing buffers added after cts: 0
worst max-delay path by stage:
stage | to | from
finish | result[0] | b[5]
global route | result[0] | b[5]
CTS | result[0] | b[5]
critical path: cells and delay by family:
family | cells | cell delay [ps]
AOI/OAI and AO/OA | 25 | 5950
muxes | 2 | 720
adders and majority gates | 7 | 2090
buffers and inverters | 4 | 1230
and+or+nand+nor | 5 | 990
cells by family after synthesis:
group / count (synthesis) / share of synthesized area, %
AND-OR/OR-AND: 173 / 29.97
AND/OR/NAND/NOR: 166 / 19.17
adder cells (fa/ha/maj): 92 / 31.51
buffers and inverters: 71 / 6.757
XOR/XNOR: 45 / 9.946
multiplexers: 10 / 2.652
through the flow:
stage,utilization (%),worst slack (ps),std cells,power [mW],hold WS [ps]
after floorplan,-,2488,557,0.1174,8123
after global placement,57.26,654.5,680,0.1622,9280
after detailed placement,57.26,403.3,680,0.1623,9272
after CTS,57.26,371.3,680,0.1637,9281
after global routing,57.75,13.05,682,0.1860,9363
final,57.75,908.7,682,0.1655,9289
metal layers:
layer | part of all wire, % | track usage (%) | vias to the layer above
li1 | - | - | 2068
met1 | 45 | 45.13 | 1920
met2 | 46 | 51.45 | 139
met3 | 5.7 | 1.701 | 28
met4 | 3.6 | 9.524 | 0
met5 | 0 | 0 | -
area by class of cell:
type | instances | area (um^2)
fill | 759 | 3248
inverter | 49 | 183.9
multi-input combinational | 486 | 3717
tap | 102 | 127.6
timing repair buffer | 45 | 410.4
power breakdown:
group / switching (mW) / total [mW] / leakage [nW] / internal (mW)
combinational: 0.0907 / 0.166 / 2.03 / 0.0748
sequential: 0 / 0 / 0 / 0
clock: 0 / 0 / 0 / 0
placed cells by master, fill, tap and decap left out, drive strengths merged, types with 3 or more instances in the layout:
cell type / count
o22ai: 5
o2111ai: 5
o22a: 4
o31ai: 3
a21oi: 36
mux2: 4
inv: 49
ha: 79
a22oi: 3
xor2: 15
fa: 13
and3: 6
o21a: 14
a21boi: 5
nor3: 13
nor2: 58
a211o: 4
nand2: 49
clkdlybuf4s50: 29
a221oi: 6
a31oi: 9
o21ai: 29
or3: 6
buf: 16
o221ai: 4
or2: 5
a21o: 10
mux2i: 6
nand2b: 7
nand3: 9
nor2b: 7
o211ai: 7
a211oi: 9
xnor2: 30
what timing repair did:
item / 4_1_cts / 5_1_grt
gates resized: 0 / 4
hold endpoints to repair: 0 / 0
buffers inserted: 0 / 2
setup endpoints to repair: 0 / 1
Power is estimated from default activity; no workload was simulated.
